$ cat config.mk
export PLATFORM = sky130hd
export DESIGN_NAME = seven_segment
export DESIGN_NICKNAME = seven_segment
export VERILOG_FILES = /design/flow/design.v
export SDC_FILE = /design/flow/constraint.sdc
export NUM_CORES = 4
export LEC_CHECK = 1
export CORE_AREA = 10 10 70 70
export DIE_AREA = 0 0 80 80
$ cat constraint.sdc
current_design seven_segment

set clk_period 1.0
set clk_io_pct 0.2

create_clock -name clk0 -period $clk_period

set non_clock_inputs [all_inputs -no_clocks]
set_input_delay [expr $clk_period * $clk_io_pct] -clock clk0 $non_clock_inputs
set_output_delay [expr $clk_period * $clk_io_pct] -clock clk0 [all_outputs]
$ cat design.v
module seven_segment (a,out);
	input [2:0] a;
	output reg [15:0] out;
	always@ (a)
	begin
		case(a)
		3'b001 : out = 16'hFE9F;
		3'b010 : out = 16'hFE25;
		3'b011 : out = 16'hFE0D;
		3'b100 : out = 16'hFE99; 
		3'b101 : out = 16'hFE49;
		3'b110 : out = 16'hFE41;
		3'b111 : out = 16'hFE1F;
		default : out = 16'hFFAA;
		endcase
	end
endmodule 
$ cat run.sh
#!/bin/bash
# OpenROAD 26Q1-2900-gdf79404cd8, Yosys 0.63+post, stock flow scripts
make -C /OpenROAD-flow-scripts/flow DESIGN_CONFIG=/design/flow/config.mk WORK_HOME=/design/flow/orfs finish
==> results_slide.txt <==
Synthesis and Place & Route Summary

Floorplanning
  • Core area: 3420 um^2
  • Die H: 80 um
  • Row cnt: 21
  • Die footprint: 6400 um^2
  • I/O pin count: 19
  • Chip width: 80 um
  • Initial Utilization: 4.40%

Global route
  • Global routing's busiest layer: met2
  • Grt total ovfl: 0
  • Largest net degree at the start of global routing: 8
  • First-pass GRT wire length: 793 um
  • Antenna violations before repair: 0
  • Number of global-route vias before repair: 167
  • Met1 global-route usage: 1.71%
  • Total track usage: 1.39%
  • Routing usage on met2: 2.25%
  • M3 GR Usage: 0.682%

Flow run
  • OpenROAD warnings: 34
  • Total of max-cap violations: 0

Place
  • Inst Count DP: 81
  • Hpwl dp: 425 um
  • I/O Buffers: 12
  • GPL Wtd Cong: 0.675

Layout
  • Layout cell share with drive strength beyond 1: 62.5%
  • Logic area: 123 um^2
  • Fill cell count: 396
  • Non-filler cells, final: 86
  • Most frequent logic cell in the layout: buf_6
  • Most numerous logic cells after layout: buf_6, conb_1, buf_2
  • Area Overhead vs Synth: 143%
  • Flop area: 0 um^2
  • # clk buffers: 0
  • Flop Count: 0

Detailed routing
  • Antenna viol nets, final: 0
  • Diodes inserted: 0
  • Final wirelength: 583 um
  • DRT iter0 DRCs: 5
  • Drt drc: 0
  • Routed len/inst: 6.78 um
  • Vias per cell: 2.15
  • Via count: 185
  • Initial DRT Pass Iterations: 3

Synthesis
  • Top logic family: buffers and inverters
  • Multiplexer share: 0%
  • Syn Inst Count: 22
  • Adders+Majority by Area: 7.50%
  • Ys cells: 22
  • Top cells, area: buf_4, buf_6, maj3_2
  • Avg Cell Area, Syn: 6.82 um^2
  • Xor+xnor area frac: 5.83%
  • Distinct cells, synth: 14
  • Synth Seq Share: 0%
  • Top cell area share: 35.0%
  • Post-synth design cell area: 150 um^2
  • Yosys stat area: 150 um^2
  • Simple-gate area share of the yosys netlist: 23.3%
  • YS warnings: 1
  • Area leader, netlist: buf_4
  • Aoi share: 13.3%

Power
  • Overall power: 0.116 mW
  • VDD IR max: 0.0318 mV
  • Total power divided by cell area: 319 nW/um^2
  • LEAKAGE: 0.174 nW

Timing
  • Final Hold Viols: 0
  • F_max: 892 MHz
  • Final setup violation count: 4
  • Crit path time final: 1.12 ns
  • Slew Viols, Final: 0
  • Tcrit/Tclk final: 112%
  • Unrepaired setup endpoints after global routing: yes
  • Final WS setup: -0.121 ns

Status
  • Status: finished with violations
  • Failing checks: negative setup slack

Critical path
  • Crit Path Category: input pin to primary output
  • Critical Path RT: 0.80 ns
  • CP endpoint kind: primary output
  • Worst-path fanout max: 3
  • CP Launch Type: input pin
  • CP arrival: 0.92 ns

Worst hold path
  • Hold path start: a[2]
  • Worst hold path class: input pin to primary output
  • WHS Endpoint: out[1]
  • Hold path depth: 3

Clocking
  • Hold_buf cts: 0
==> layout make-up <==
type / count / area share, %
inverters: 2 / 2.05
repair buffers: 20 / 48.6
multi-input cells: 18 / 33.6
well taps: 46 / 15.8
==> report_power, final <==
part	total [mW]	switching, mW	internal (mW)
Combinational	0.116	0.0400	0.0764
Clock	0	0	0
Sequential	0	0	0
Total	0.116	0.0400	0.0764
==> through the flow <==
| stage | utilization [%] | cell area, um^2 | TNS [ns] | hold slack, ns | setup slack [ns] |
|---|---|---|---|---|---|
| final | 10.7 | 365 | -0.213 | 0.657 | -0.121 |
| after global routing | 10.7 | 365 | -0.363 | 0.677 | -0.152 |
| after CTS | 10.1 | 347 | -0.250 | 0.671 | -0.118 |
| after detailed placement | 9.05 | 309 | -6.49 | 1.43 | -0.805 |
| after global placement | 9.05 | 309 | -6.49 | 1.43 | -0.806 |
| after floorplan | - | 173 | 0 | 0.410 | 0.105 |
==> routing by layer <==
metal | share of wire [%] | wire length, um
met1 | 45 | 265
met2 | 42 | 245
met3 | 12 | 72
met4 | 0 | 0
met5 | 0 | 0
==> logic make-up (layout without fill, tap and decap cells) <==
group / count (synthesis) / after routing
fa+ha+maj: 1 / 1
compound gates: 4 / 4
simple gates: 5 / 5
buf+inv: 10 / 22
xor+xnor: 1 / 1
other cells: 1 / 7
==> Yosys cell counts, drive strengths merged <==
cell and n:
buf 8, a21oi 2, inv 2, nand2b 2
o21ai 2, conb 1, maj3 1, nand3 1
nor2 1, or3 1, xnor2 1
==> how the worst max path moves through the flow <==
stage | from | to | slack, ns | depth (start not counted)
finish | a[1] | out[2] | -0.12 | 5
global route | a[1] | out[2] | -0.15 | 5
CTS | a[0] | out[2] | -0.12 | 5
==> critical path: stages <==
cell and delay, ns:
buf_6 0.09, buf_6 0.11, buf_6 0.11, maj3_2 0.29, buf_2 0.11
==> repair_timing <==
| action | 4_1_cts | 5_1_grt |
|---|---|---|
| resized | 50 | 5 |
| pin swaps | 3 | 3 |
| buffers inserted | 4 | 1 |
| gates cloned | 0 | 0 |
| endpoints found under the setup margin | 9 | 6 |
Power is estimated from default activity; no workload was simulated.
